File: design/flow/run.sh
#!/bin/bash
# OpenROAD 26Q1-2900-gdf79404cd8, Yosys 0.63+post, stock flow scripts
make -C /OpenROAD-flow-scripts/flow DESIGN_CONFIG=/design/flow/config.mk WORK_HOME=/design/flow/orfs finish
File: design/flow/config.mk
export PLATFORM = sky130hd
export DESIGN_NAME = uart_top
export DESIGN_NICKNAME = uart_top
export VERILOG_FILES = /design/flow/design.v
export SDC_FILE = /design/flow/constraint.sdc
export NUM_CORES = 4
export LEC_CHECK = 1
export CORE_UTILIZATION = 40
File: design/flow/constraint.sdc
current_design uart_top

set clk_period 6.6
set clk_io_pct 0.2

create_clock -name clk0 -period $clk_period [get_ports {clk}]

set non_clock_inputs [all_inputs -no_clocks]
set_input_delay [expr $clk_period * $clk_io_pct] -clock clk0 $non_clock_inputs
set_output_delay [expr $clk_period * $clk_io_pct] -clock clk0 [all_outputs]
File: design/flow/design.v
module uart_top
#(
  parameter clk_freq = 1000000,
  parameter baud_rate = 9600
)
(
  input clk, rst, 
  input rx,
  input [7:0] dintx,
  input newd,
  output tx, 
  output [7:0] doutrx,
  output donetx,
  output donerx
);
  uarttx #(clk_freq, baud_rate) utx (
    .clk(clk), .rst(rst), .newd(newd), .tx_data(dintx), .tx(tx), .donetx(donetx)
  );
  uartrx #(clk_freq, baud_rate) rtx (
    .clk(clk), .rst(rst), .rx(rx), .donerx(donerx), .rx_data(doutrx)
  );
endmodule
module uarttx
#(
  parameter clk_freq = 1000000,
  parameter baud_rate = 9600
)
(
  input clk, rst,
  input newd,
  input [7:0] tx_data,
  output reg tx = 1'b1,
  output reg donetx = 0
);
  localparam clkcount = clk_freq / baud_rate;
  integer clk_counter = 0;
  integer bit_index = 0;
  reg [9:0] tx_buffer = 10'b1111111111;  
  reg sending = 0;
  always @(posedge clk or posedge rst) begin
    if (rst) begin
      clk_counter <= 0;
      bit_index <= 0;
      tx <= 1'b1;
      donetx <= 0;
      sending <= 0;
    end else begin
      if (newd && !sending) begin
        tx_buffer <= {1'b1, tx_data, 1'b0};  
        sending <= 1;
        donetx <= 0;
        bit_index <= 0;
        clk_counter <= 0;
      end else if (sending) begin
        clk_counter <= clk_counter + 1;
        if (clk_counter >= clkcount) begin
          clk_counter <= 0;
          tx <= tx_buffer[bit_index];
          bit_index <= bit_index + 1;
          if (bit_index == 10) begin
            sending <= 0;
            donetx <= 1;
            tx <= 1;
          end
        end
      end
    end
  end
endmodule
module uartrx
#(
  parameter clk_freq = 1000000,
  parameter baud_rate = 9600
)
(
  input clk, rst,
  input rx,
  output reg donerx = 0,
  output reg [7:0] rx_data = 0
);
  localparam clkcount = clk_freq / baud_rate;
  integer clk_counter = 0;
  integer bit_index = 0;
  reg [7:0] buffer = 0;
  reg receiving = 0;
  always @(posedge clk or posedge rst) begin
    if (rst) begin
      clk_counter <= 0;
      bit_index <= 0;
      receiving <= 0;
      donerx <= 0;
      rx_data <= 0;
    end else begin
      if (!receiving && rx == 0) begin  
        receiving <= 1;
        clk_counter <= clkcount / 2;  
        bit_index <= 0;
        donerx <= 0;
      end else if (receiving) begin
        clk_counter <= clk_counter + 1;
        if (clk_counter >= clkcount) begin
          clk_counter <= 0;
          buffer[bit_index] <= rx;
          bit_index <= bit_index + 1;
          if (bit_index == 8) begin
            receiving <= 0;
            rx_data <= buffer;
            donerx <= 1;
          end
        end
      end
    end
  end
endmodule
==> impl_metrics.yaml <==
# implementation run metrics
run_status:
  status: "complete, no violations"
synthesis:
  synth_top_cell_by_area: "dfrtp_1"
  ys_types: 67
  yosys_most_used_dff: "dfrtp_1"
  syn_area_sq_um: 8960
  syn_avg_cell_area_sq_um: 9.07
  async_flop_share_pct: 89.2
  yosysChipArea_sq_um: 8960
  top_cells_by_area: "dfrtp_1, edfxtp_1, nand2_1"
  ys_ff: 158
  edf_count: 17
  yosysCellCount: 988
  syn_inst: 988
  synthDominantCellAreaShare_pct: 39.1
  ys_seq_share_pct: 45.1
  synth_warnings: 2
cts:
  cts_buffer_depth: 2
  clk_pin_slew_ps: 60
  h-tree-depth: 4
  cts_made_buffers: 17
  cts_root_buf: "clkbuf_16"
  cts.sinks: 158
  cts_resized: 0
  cts_tree: "yes"
  insertion_delay_ps: 420
  postCtsSetupBuffers: 0
  postCtsHoldBufs: 0
worst_setup_path:
  cp_max_fo: 10
  crit_arrival_ps: 4150
  crit_path_start_kind: "flop"
  cp-end-kind: "flop"
  crit_type: "flop to flop"
  rr_worst_depth: 11
  cp.required_ps: 6770
global_route:
  grt_use_total_pct: 19.0
  grt_pass1_wl_mm: 34.0
  grt_pass1_vias: 6688
  grt_max_degree: 53
  grt_overflow: 0
  antenna_found_initial: 0
routing:
  drtAntennaViolNets: 0
  first_iter_violations: 586
  dr.max_layer_used: "met4"
  wl_per_cell_um: 15.2
  drtPass1Iterations: 7
  wl_met1_mm: 10.0
  vias: 7176
  via_per_inst: 5.59
  wl_mm: 19.5
  n_antenna_cell: 0
  wl_met2_mm: 8.58
  drc_errors: 0
  met3_length_um: 683
layout:
  fin_util_pct: 45.8
  drive_gt1_share_pct: 6.97
  synthToLayoutAreaGrowth_pct: 11.8
floorplanning:
  fp.dieH_um: 152
  num_io_pins: 23
  fp_util_pct: 40.9
  die_area_sq_um: 23000
  fp-row-count: 54
  die_width_um: 152
  core_sq_um: 21900
power_and_ir_drop:
  power.leakage_nw: 4.03
  vdd_drop_max_v: 0.000170
  p_per_area_nw_per_um2: 285
sta:
  finalHoldViolations: 0
  maxSlewViolCount: 0
  finClkSkew_ps: 10.2
  fin_crit_sh_pct: 60.3
  setup_tns_ps: 0
  max_freq_ghz: 0.251
  worst_pin_slew_ps: 772
  max_slew_margin_pct: 48.2
  setup_viol: 0
  rsz0062_at_grt: "false"
  min_period_ps: 3980
placement:
  dp_hpwl_mm: 13.1
  place.gp.congestion: 0.928
  port_buffers: 22
flow_run:
  max-cap-violations: 0
  tool_warnings: 31
min_path:
  min_path_cells: 2
  hp-class: "flop to flop"
cell usage after synthesis (all sizes together) (9+ instances only):
| cell | n |
|---|---|
| nor2 | 99 |
| mux2 | 17 |
| or3 | 25 |
| o31ai | 22 |
| nand4 | 34 |
| mux2i | 16 |
| xor2 | 33 |
| clkbuf | 42 |
| nand3 | 64 |
| o211ai | 16 |
| and3 | 24 |
| dfrtp | 140 |
| nor4 | 36 |
| nor3 | 32 |
| inv | 35 |
| nand2 | 111 |
| edfxtp | 17 |
| a21oi | 31 |
| o21ai | 49 |
| nand2b | 9 |
| xnor2 | 34 |
worst max-delay path, stage by stage, from the launching register on:
cell and delay [ps]:
dfrtp_1 460, inv_1 160, ha_1 330, nor3b_1 370, xor2_1 500, buf_4 260
nand3_1 80, a221oi_1 280, a31oi_1 120, nor4_4 590, nand4_1 200, mux2_1 350
per-stage QoR:
step / hold slack [ps] / std cells / cell area [sq um] / setup WS (ps) / power, mW
after floorplan: 423 / 988 / 8960 / 1500 / 1.70
after global placement: 462 / 1252 / 9420 / 2650 / 1.87
after detailed placement: 470 / 1252 / 9420 / 2600 / 1.87
after CTS: 486 / 1284 / 10000 / 2640 / 2.88
after global routing: 511 / 1284 / 10000 / 2300 / 3.02
final: 480 / 1284 / 10000 / 2620 / 2.85
registers in the layout (all words and copies together) (netlist names):
| register | count |
|---|---|
| rtx.bit_index | 32 |
| rtx.receiving | 1 |
| rtx.clk_counter | 32 |
| rtx.donerx | 1 |
| utx.tx_buffer | 9 |
| utx.bit_index | 32 |
| rtx.buffer | 8 |
| utx.clk_counter | 32 |
| utx.sending | 1 |
| rtx.rx_data | 8 |
| utx.donetx | 1 |
| utx.tx | 1 |
final cells by class:
| class | instances | area (sq um) |
|---|---|---|
| Clock buffer | 20 | 478 |
| Clock inverter | 12 | 120 |
| Fill cell | 2099 | 11900 |
| Inverter | 35 | 136 |
| Multi-Input combinational cell | 746 | 4590 |
| Sequential cell | 158 | 4040 |
| Tap cell | 280 | 350 |
| Timing Repair Buffer | 33 | 303 |
final timing paths:
path	to	start	slack, ps
max	rtx.buffer[4]	rtx.bit_index[0]	2620
min	rtx.donerx	rtx.donerx	480
max reg2reg	rtx.buffer[4]	rtx.bit_index[0]	2620
min reg2reg	rtx.donerx	rtx.donerx	480
max in group asynchronous	rtx.bit_index[17]	rst	4190
min in group asynchronous	rtx.clk_counter[31]	rst	1400
cell usage in the layout, fill, tap and decap left out, types with 33 or more instances in the layout:
cell     synthesis  final
nand4_1         34     34
o21ai_0         46     46
nor2_1          99     99
dfrtp_1        140    140
nand3_1         64     64
xnor2_1         34     34
inv_1           35     34
nor4_1          33     33
xor2_1          33     33
nand2_1        111    111
power by group:
part           internal, mW  total (mW)  switching (mW)
Clock                 0.571       0.994           0.422
Sequential             1.08        1.23           0.152
Combinational         0.255       0.632           0.377
per-layer routing:
| layer | GRT usage (%) | vias to the layer above |
|---|---|---|
| met5 | 0 | - |
| met4 | 2.03 | 0 |
| met3 | 2.69 | 15 |
| met2 | 27.4 | 134 |
| met1 | 32.5 | 3436 |
| li1 | - | 3591 |
kinds of logic after synthesis:
| kind of cell | after synthesis | synth area share [%] |
|---|---|---|
| AOI/OAI and AO/OA | 163 | 11.9 |
| xor gates and xnor gates | 67 | 6.55 |
| adders and majority gates | 8 | 1.12 |
| buffers and inverters | 84 | 3.81 |
| DFF | 158 | 45.1 |
| muxes | 35 | 4.43 |
| other | 1 | 0.0419 |
| and+or+nand+nor | 472 | 27.0 |
Power and IR drop assume default switching activity.
