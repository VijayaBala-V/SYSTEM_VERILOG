==> ./run.sh <==
#!/bin/bash
# OpenROAD 26Q1-2900-gdf79404cd8, Yosys 0.63+post, stock flow scripts
make -C /OpenROAD-flow-scripts/flow DESIGN_CONFIG=/design/flow/config.mk WORK_HOME=/design/flow/orfs finish
==> ./config.mk <==
export PLATFORM = sky130hd
export DESIGN_NAME = fsm_spi
export DESIGN_NICKNAME = fsm_spi
export VERILOG_FILES = /design/flow/design.v
export SDC_FILE = /design/flow/constraint.sdc
export NUM_CORES = 4
export LEC_CHECK = 1
export CORE_UTILIZATION = 50
==> ./constraint.sdc <==
current_design fsm_spi

set clk_period 7.6
set clk_io_pct 0.2

create_clock -name clk0 -period $clk_period [get_ports {clk}]

set non_clock_inputs [all_inputs -no_clocks]
set_input_delay [expr $clk_period * $clk_io_pct] -clock clk0 $non_clock_inputs
set_output_delay [expr $clk_period * $clk_io_pct] -clock clk0 [all_outputs]
==> ./design.v <==
module fsm_spi(
input wire clk,
input wire rst,
input wire tx_enable,
output reg mosi,
output reg cs,
output wire sclk);
typedef enum logic[1:0]{idle=0,start_tx=1,tx_data=2,end_tx=3}state_type;
state_type state,next_state;
reg [7:0] din=8'b11001100;
reg spi_sclk=0;
reg [2:0]ccount=0;
reg [2:0]count=0; 
integer bit_count=0;
always@(posedge clk)
begin
case(next_state)
idle:
begin
spi_sclk=0;
end
start_tx:
begin
if(count<3'b011 || count==3'b111)
spi_sclk=1;
else
spi_sclk=0;
end
tx_data:
begin
if(count<3'b011 || count==3'b111)
spi_sclk=1;
else
spi_sclk=0;
end
end_tx:
begin
if(count<3'b011)
spi_sclk=1;
else
spi_sclk=0;
end
default:spi_sclk=0;
endcase
end
always@(posedge clk)
begin
if(rst)
state<=idle;
else
state<=next_state;
end
always@(*)
begin
case(state)
idle:
begin
mosi=1'b0;
cs=1'b1;
if(tx_enable)
next_state=start_tx;
else
next_state=idle;
end
start_tx:
begin
cs=1'b0;
if(count==3'b111)
next_state<=tx_data;
else
next_state<=start_tx;
end
tx_data:
begin
mosi=din[7-bit_count];
if(bit_count!=8)
next_state=tx_data;
else
begin
next_state=end_tx;
mosi=1'b0;
end
end
end_tx:
begin
cs=1'b1;
mosi=1'b0;
if(count==3'b111)
next_state=idle;
else
next_state=end_tx;
end
default:next_state=idle;
endcase
end
always@(posedge clk)
begin
case(state)
idle:
begin
count<=0;
bit_count=0;
end
start_tx:
begin
count<=count+1;
end
tx_data:
begin
if(bit_count!=8)
begin
if(count<3'b111)
begin
count<=count+1;
end
else
begin
count<=0;
bit_count<=bit_count+1;
end
end
end
end_tx:
begin
count<=count+1;
bit_count<=0;
end
default:
begin
count<=0;
bit_count<=0;
end
endcase
end
assign sclk=spi_sclk;
endmodule
==> metrics.csv <==
metric,value,unit
setup_tns,0,ps
synth_top_flop_cell,edfxtp_1,
drive_gt1_share,5.67,%
crit_chain,clkdlybuf4s50_1 > a211o_1 > ha_1 > nor2_1 > a211oi_1 > a21oi_1 > nor2_1,
netlist_instances,244,
cts_tree,done,
worst_slew_pin_slew,611,ps
setup_viol,0,
routabilityCongestion,0.895,
synth.yosys.warnings,1,
worst_clock_skew,11.1,ps
core,0.00450,mm2
vias,1922,
cp-start-kind,primary input,
synthesis.area,0.00241,mm2
clkLatencyLatePin,290,ps
cp_num_buf_inv,1,
avgSynthCellArea,9.87,um2
max_freq,363,MHz
relSlewSlack,58.9,%
outcome,"finished, final reports clean",
drt_iter0_markers,154,
cp_common_cell,nor2_1,
drtAntennaViolNets,0,
fin_crit_sh,36.2,%
hold_viol,0,
cts-hold-fix-buffers,0,
cpLargestDelayFamily,AND-OR/OR-AND gates,
yosys_area,0.00241,mm2
worst_setup_path_end_kind,register,
grt_overflow,0,
peakVddDrop,0.150,mV
synth_flops,42,
edf_count,35,
first_pass_iters,4,
post_cts_buffers,0,
grtUsageTotal,21.6,%
ctsResizeCount,0,
max_stage_delay,460,ps
cts_buffers,5,
num_antenna_cells,0,
post-route-min-period,2750,ps
drc,0,
cts_buffer_depth,2,
grt_pass1_vias,1746,
port_buffers,5,
syn_to_final_growth,6.76,%
synth_cell_types,41,
dieArea,0.00510,mm2
fin_total_pwr,0.491,mW
placementRows,24,
hpwl,3490,um
powerDensity,191,mW/mm2
rsz0062_at_grt,no,
worst_setup_hold_path_clk_slew,70,ps
crit_fanout,4,
drv_slew,0,
crit_required,7820,ps
crit_type,in -> reg,
wl_per_cell,16.4,um
unclocked_regs,2,
grt_max_degree,33,
untimed_endpoints,4,
clockRootBuffer,clkbuf_8,
grt_pass1_wl,8270,um
fp.dieW,71.4,um
initial_core_util,53.4,%
drt-vias-per-instance,6.43,
htreeDepth,2,
synthArstFlopShare,0,%
power_leakage,0.837,nW
hold_class,reg -> reg,
arrival,2970,ps
die_y,71.4,um
max-cap-violations,0,
cpMaxStageDelayCell,clkdlybuf4s50_1,
warnings,28,
ios,6,
routed_wl,4900,um
ys_cells,244,
antenna_found_initial,0,
-- tightest hold or removal path, cell delays in order, from the launching register on --
cell and delay [ps]:
dfxtp_1 360, nand2_1 80, a21oi_1 50
-- per-stage QoR --
| step | cell area [um2] | std cells | hold WS, ps | util, % | setup slack, ps |
|---|---|---|---|---|---|
| finish | 2570 | 299 | 539 | 57.1 | 4850 |
| global route | 2570 | 299 | 569 | 57.1 | 4820 |
| CTS | 2570 | 299 | 538 | 57.1 | 4860 |
| detailed placement | 2490 | 291 | 530 | 55.3 | 4580 |
| global placement | 2490 | 291 | 523 | 55.3 | 4620 |
| floorplan | 2410 | 244 | 468 | - | 4610 |
-- registers in the layout (all words and copies together), names as in the netlist --
name,count
bit_count,32
count,3
cs,1
mosi,1
spi_sclk,1
state,4
-- power breakdown --
part / leakage (nW) / internal [mW] / total (mW) / switching (mW)
clock network: 0.0395 / 0.0652 / 0.134 / 0.0685
registers: 0.443 / 0.269 / 0.302 / 0.0332
logic: 0.354 / 0.0256 / 0.0556 / 0.0300
-- synthesized netlist by cell type, types with 2 or more instances --
library cell / n / area share [%]
o21ai_0: 8 / 1.7
and2_1: 3 / 0.78
and3_1: 2 / 0.52
inv_1: 11 / 1.7
o41ai_1: 3 / 1.1
nand4_1: 12 / 3.1
clkbuf_1: 9 / 1.4
o31ai_1: 8 / 2.5
xnor2_1: 5 / 1.8
nor3_1: 4 / 0.83
or3_1: 10 / 2.6
nor2_1: 19 / 3.0
xor2_1: 6 / 2.2
nor4_1: 11 / 2.9
a211oi_1: 2 / 0.62
nand2_1: 13 / 2.0
and4_1: 4 / 1.5
dlxtn_1: 2 / 1.2
ha_1: 7 / 3.6
or4_1: 10 / 3.1
edfxtp_1: 35 / 44
nor2b_1: 3 / 0.78
or2_2: 2 / 0.52
dfxtp_1: 5 / 4.2
buf_2: 2 / 0.42
nand3_1: 11 / 2.3
a21oi_1: 23 / 4.8
-- cell type report --
cell class                      count  area (um2)
Clock buffer                        8        80.1
Fill cell                         389        1930
Inverter                           11        41.3
Multi-Input combinational cell    180        1140
Sequential cell                    42        1180
Tap cell                           52        65.1
Timing Repair Buffer                6        57.6
-- cell families (layout without fill, tap and decap cells) --
family          count (synthesis)  count (layout)  synth area share (%)
fa+ha+maj                       7               7                  3.64
latches                         2               2                  1.25
buf+inv                        22              25                  3.53
simple gates                  111             111                  26.6
mux                             1               1                 0.416
xor+xnor                       11              11                  4.00
compound gates                 50              50                  12.8
flops                          40              40                  47.8
-- cell usage in the layout, fill, tap and decap left out, drive strengths merged, types with 2 or more instances in the layout --
master / Yosys / routed
nor4: 11 / 11
ha: 7 / 7
o41ai: 3 / 3
and3: 3 / 3
clkdlybuf4s50: 0 / 5
clkbuf: 9 / 8
nand3: 11 / 11
and4: 5 / 5
or3: 10 / 10
xnor2: 5 / 5
and2: 3 / 3
inv: 11 / 11
o21ai: 8 / 8
nor3: 4 / 4
edfxtp: 35 / 35
dlxtn: 2 / 2
or4: 10 / 10
a211oi: 2 / 2
a21oi: 23 / 23
dfxtp: 5 / 5
nor2b: 3 / 3
nand4: 13 / 13
xor2: 6 / 6
or2: 2 / 2
nor2: 19 / 19
o31ai: 8 / 8
nand2: 13 / 13
-- worst paths after layout --
check / startpoint / to / slack [ps] / cells after the start
setup / recovery: tx_enable / spi_sclk / 4850 / 7
hold / removal: state[0] / state[2] / 540 / 2
setup reg to reg: bit_count[5] / spi_sclk / 5150 / 9
hold reg to reg: state[0] / state[2] / 540 / 2
-- per-layer routing --
| metal | share of wire, % | track usage (%) | wire length (um) | up-vias |
|---|---|---|---|---|
| met5 | 0 | 0 | 0 | - |
| met1 | 50 | 36.6 | 2470 | 899 |
| met2 | 42 | 31.4 | 2080 | 66 |
| met4 | 0.73 | 2.89 | 36 | 0 |
| met3 | 6.5 | 5.14 | 319 | 4 |
| li1 | - | - | - | 953 |
Power is estimated from default activity; no workload was simulated.
